===== flow/config.mk =====
export PLATFORM = sky130hd
export DESIGN_NAME = LSU
export DESIGN_NICKNAME = LSU
export VERILOG_FILES = /design/flow/design.v
export SDC_FILE = /design/flow/constraint.sdc
export NUM_CORES = 4
export LEC_CHECK = 1
export CORE_AREA = 10 10 270 270
export DIE_AREA = 0 0 280 280

===== flow/constraint.sdc =====
current_design LSU

set clk_period 10.7
set clk_io_pct 0.2

create_clock -name clk0 -period $clk_period [get_ports {clock}]

set non_clock_inputs [all_inputs -no_clocks]
set_input_delay [expr $clk_period * $clk_io_pct] -clock clk0 $non_clock_inputs
set_output_delay [expr $clk_period * $clk_io_pct] -clock clk0 [all_outputs]

===== flow/design.v =====
module LSU(
  input         clock,
  input         reset,
  input  [63:0] io_pc,
  input         io_es_to_ms_valid,
  output        io_ms_allowin,
  input         io_rf_we,
  input  [4:0]  io_rf_dst,
  input  [63:0] io_alu_res,
  input  [63:0] io_store_data,
  input  [2:0]  io_load_type,
  input         io_wen,
  input  [7:0]  io_wstrb,
  input         io_ren,
  input  [63:0] io_maddr,
  output [63:0] io_to_ws_pc,
  output [63:0] io_ms_final_res,
  output        io_ms_to_ws_valid,
  output        io_to_ws_rf_we,
  output [4:0]  io_to_ws_rf_dst,
  output        io_to_ws_device,
  output        io_ms_valid,
  output        io_ms_rf_we,
  output [4:0]  io_ms_rf_dst,
  output        io_ms_fwd_ready,
  output [63:0] io_ms_fwd_res,
  input  [63:0] io_axi_in_rdata,
  input         io_axi_in_rvalid,
  input         io_axi_in_bvalid,
  output [31:0] io_axi_out_araddr,
  output        io_axi_out_arvalid,
  output [31:0] io_axi_out_awaddr,
  output        io_axi_out_awvalid,
  output [63:0] io_axi_out_wdata,
  output [7:0]  io_axi_out_wstrb,
  output        io_axi_out_wvalid
);
  reg  ms_valid;  
  reg [63:0] ms_pc;  
  reg  ms_rf_we;  
  reg [4:0] ms_rf_dst;  
  reg [63:0] ms_res;  
  reg [63:0] store_data;  
  reg  wen;  
  reg [7:0] wstrb;  
  reg  ren;  
  reg [63:0] maddr;  
  reg [2:0] load_type;  
  wire  ms_ready_go = wen & io_axi_in_bvalid | ren & io_axi_in_rvalid | ~(wen | ren);  
  wire  ms_allowin = ~ms_valid | ms_ready_go;  
  wire [31:0] _rdata_T_2 = io_axi_in_rdata[31] ? 32'hffffffff : 32'h0;  
  wire [63:0] _rdata_T_4 = {_rdata_T_2,io_axi_in_rdata[31:0]};  
  wire [63:0] _rdata_T_7 = {56'h0,io_axi_in_rdata[7:0]};  
  wire [63:0] _rdata_T_10 = {32'h0,io_axi_in_rdata[31:0]};  
  wire [47:0] _rdata_T_13 = io_axi_in_rdata[15] ? 48'hffffffffffff : 48'h0;  
  wire [63:0] _rdata_T_15 = {_rdata_T_13,io_axi_in_rdata[15:0]};  
  wire [55:0] _rdata_T_18 = io_axi_in_rdata[7] ? 56'hffffffffffffff : 56'h0;  
  wire [63:0] _rdata_T_20 = {_rdata_T_18,io_axi_in_rdata[7:0]};  
  wire [63:0] _rdata_T_23 = {48'h0,io_axi_in_rdata[15:0]};  
  wire [63:0] _rdata_T_25 = 3'h1 == load_type ? _rdata_T_4 : io_axi_in_rdata;  
  wire [63:0] _rdata_T_27 = 3'h2 == load_type ? io_axi_in_rdata : _rdata_T_25;  
  wire [63:0] _rdata_T_29 = 3'h3 == load_type ? _rdata_T_7 : _rdata_T_27;  
  wire [63:0] _rdata_T_31 = 3'h4 == load_type ? _rdata_T_10 : _rdata_T_29;  
  wire [63:0] _rdata_T_33 = 3'h5 == load_type ? _rdata_T_15 : _rdata_T_31;  
  wire [63:0] _rdata_T_35 = 3'h6 == load_type ? _rdata_T_20 : _rdata_T_33;  
  wire [63:0] rdata = 3'h7 == load_type ? _rdata_T_23 : _rdata_T_35;  
  wire  _io_ms_final_res_T = load_type != 3'h0;  
  assign io_ms_allowin = ~ms_valid | ms_ready_go;  
  assign io_to_ws_pc = ms_pc;  
  assign io_ms_final_res = load_type != 3'h0 ? rdata : ms_res;  
  assign io_ms_to_ws_valid = ms_valid & ms_ready_go;  
  assign io_to_ws_rf_we = ms_rf_we;  
  assign io_to_ws_rf_dst = ms_rf_dst;  
  assign io_to_ws_device = maddr >= 64'ha0000000 & (ren | wen);  
  assign io_ms_valid = ms_valid;  
  assign io_ms_rf_we = ms_rf_we & ms_valid;  
  assign io_ms_rf_dst = ms_rf_dst;  
  assign io_ms_fwd_ready = ms_valid & ms_ready_go;  
  assign io_ms_fwd_res = _io_ms_final_res_T ? rdata : ms_res;  
  assign io_axi_out_araddr = maddr[31:0];  
  assign io_axi_out_arvalid = ren & ms_valid;  
  assign io_axi_out_awaddr = maddr[31:0];  
  assign io_axi_out_awvalid = wen & ms_valid;  
  assign io_axi_out_wdata = store_data;  
  assign io_axi_out_wstrb = wstrb;  
  assign io_axi_out_wvalid = wen;  
  always @(posedge clock) begin
    if (reset) begin  
      ms_valid <= 1'h0;  
    end else if (ms_allowin) begin  
      ms_valid <= io_es_to_ms_valid;  
    end
    if (reset) begin  
      ms_pc <= 64'h0;  
    end else if (io_es_to_ms_valid & ms_allowin) begin  
      ms_pc <= io_pc;  
    end
    if (reset) begin  
      ms_rf_we <= 1'h0;  
    end else if (io_es_to_ms_valid & ms_allowin) begin  
      ms_rf_we <= io_rf_we;  
    end
    if (reset) begin  
      ms_rf_dst <= 5'h0;  
    end else if (io_es_to_ms_valid & ms_allowin) begin  
      ms_rf_dst <= io_rf_dst;  
    end
    if (reset) begin  
      ms_res <= 64'h0;  
    end else if (io_es_to_ms_valid & ms_allowin) begin  
      ms_res <= io_alu_res;  
    end
    if (reset) begin  
      store_data <= 64'h0;  
    end else if (io_es_to_ms_valid & ms_allowin) begin  
      store_data <= io_store_data;  
    end
    if (reset) begin  
      wen <= 1'h0;  
    end else if (io_es_to_ms_valid & ms_allowin) begin  
      wen <= io_wen;  
    end
    if (reset) begin  
      wstrb <= 8'h0;  
    end else if (io_es_to_ms_valid & ms_allowin) begin  
      wstrb <= io_wstrb;  
    end
    if (reset) begin  
      ren <= 1'h0;  
    end else if (io_es_to_ms_valid & ms_allowin) begin  
      ren <= io_ren;  
    end
    if (reset) begin  
      maddr <= 64'h0;  
    end else if (io_es_to_ms_valid & ms_allowin) begin  
      maddr <= io_maddr;  
    end
    if (reset) begin  
      load_type <= 3'h0;  
    end else if (io_es_to_ms_valid & ms_allowin) begin  
      load_type <= io_load_type;  
    end
  end
endmodule

===== flow/run.sh =====
#!/bin/bash
# OpenROAD 26Q1-2900-gdf79404cd8, Yosys 0.63+post, stock flow scripts
make -C /OpenROAD-flow-scripts/flow DESIGN_CONFIG=/design/flow/config.mk WORK_HOME=/design/flow/orfs finish

==> metrics.cfg <==
[setup_path]
r2r_cells=6
critical_path_class=in -> out
rrSetupSlack_ns=7.46
required_ns=8.56
worst_path_largest_cell_delay_ns=0.58
crit_chain=clkdlybuf4s50_1, inv_1, o211a_1, nor2_2, buf_4, a22o_1, clkdlybuf4s50_1
end_kind=output port
critical_path.max_fanout=16
r2r_start=wen
crit_top_cell=clkdlybuf4s50_1
crit_slowest_cell=nor2_2
startpoint=io_axi_in_rdata[7]
start_kind=input pin
cp.arrival_ns=4.68
timing.rr.end=store_data[56]

[logic_synthesis]
synth.avg_cell_area_um2=7.35
simple_gate_share_pct=21.9
synth_cell_types=37
synth_cells=1714
synth-warning-count=1
ys_cells=1714
synth_area_um2=12600
synth_seq_share_pct=43.9
xor_area_share_pct=0
ys_sh_adder_pct=0
synth_flops=276
synthMuxAreaShare_pct=0.626
yosys_area_um2=12600
logic_family=simple AND/OR/NAND/NOR gates
synthAoiAreaFrac_pct=20.6

[floorplanning]
die_h_um=280
io_pins=692
die_area_um2=78400
coreArea_um2=67000
initial_core_util_pct=18.8
fp-row-count=95
die_w_um=280

[min_path]
holdPathStages=2
min-delay-start=ms_pc[33]
holdPathEnd=ms_pc[33]
hold_class=reg -> reg

[global_routing]
grt_max_degree=134
track_usage_pct=14.3
grt_first_pass_wirelength_mm=84.5
grt.overflow.total=0
grt_antenna_before_repair=13
grt_pass1_vias=12700

[drt]
detail-route-antenna-nets=0
drt_iter0_markers=844
via_per_inst=4.19
drt-pass1-iter-count=7
drc=0
wl_mm=58.5
num_vias=13000
wl_per_cell_um=18.9

[clocking]
worstSkewPairLatency_ns=0.53
htreeDepth=2
cts_hold_buffers=0
cts_buffers=36
clk_pin_slew_ns=0.06
cts.sink_count=276
cts-root-buf=clkbuf_16
post-cts-setup-buffer-count=0
cts_tree=yes
clockBufferDepth=3
cts_resized=0

[sta]
slew_headroom_pct=39.5
tightest_slew_ns=0.905
fin_tns_setup_ns=0
max_freq_mhz=147
rsz0062_at_grt=false
finalClockPeriodUsage_pct=63.8
holdWs_ns=0.452
hold_violations=0
finalSetupViolations=0
min_period_ns=6.82
final.setup_skew_ns=0.0129
finalMaxSlewViolations=0

[layout]
final_common_cell=clkdlybuf4s50_1
layout_top_cells=690 x clkdlybuf4s50_1, 564 x nand2_1, 326 x a21oi_1
area_delta_synth_final_pct=62.2
layout-drive-gt1-share_pct=4.37
nFillCells=7164

[pwr]
ir_worst_vdd_mv=0.0860
power_mw=2.99
p_leak_nw=7.51
power_density_nw_per_um2=146

[placed_design]
port_buffers=691
gp_congestion=0.886
dp_hpwl_mm=44.0

[run]
maxCapViolations=0
warnings=28

[status]
status=completed

-- cell families after synthesis --
| kind of cell | count (synthesis) |
|---|---|
| AND/OR/NAND/NOR | 676 |
| AND-OR/OR-AND | 471 |
| buffers and inverters | 284 |
| flip-flops | 276 |
| multiplexers | 7 |
-- cell usage after synthesis --
| master | count | area [um^2] |
|---|---|---|
| a21oi_1 | 326 | 1630 |
| a221oi_1 | 8 | 70.1 |
| a222oi_1 | 1 | 10.0 |
| a22o_1 | 31 | 272 |
| a22oi_1 | 1 | 7.51 |
| a2bb2oi_1 | 8 | 70.1 |
| a41oi_1 | 1 | 8.76 |
| and2_1 | 5 | 31.3 |
| and3_1 | 1 | 6.26 |
| and3b_1 | 2 | 17.5 |
| buf_1 | 4 | 15.0 |
| buf_2 | 63 | 315 |
| buf_4 | 134 | 1010 |
| clkbuf_1 | 68 | 255 |
| clkbuf_2 | 1 | 5.00 |
| dfxtp_1 | 276 | 5530 |
| inv_1 | 13 | 48.8 |
| inv_2 | 1 | 3.75 |
| mux2_2 | 7 | 78.8 |
| nand2_1 | 564 | 2120 |
| nand2b_1 | 30 | 188 |
| nand3_1 | 1 | 5.00 |
| nand4_1 | 1 | 6.26 |
| nor2_1 | 29 | 109 |
| nor2_2 | 1 | 6.26 |
| nor2b_1 | 31 | 194 |
| nor3b_2 | 1 | 12.5 |
| nor4_1 | 8 | 50.1 |
| o211a_1 | 1 | 10.0 |
| o211ai_2 | 1 | 12.5 |
| o21ai_0 | 85 | 425 |
| o21ai_1 | 5 | 25.0 |
| o21bai_1 | 1 | 7.51 |
| o41a_1 | 1 | 11.3 |
| o41ai_4 | 1 | 27.5 |
| or2_1 | 1 | 6.26 |
| or3_1 | 1 | 6.26 |
-- area by class of cell --
class	count	area (um^2)	share of cell area, %
inverters	14	52.6	0.257
clock inverters	13	158	0.771
diodes	8	20.0	0.0979
flip-flops and latches	276	5530	27.0
clock buffers	48	1030	5.03
well taps	873	1090	5.34
multi-input cells	1154	5440	26.6
repair buffers	716	7120	34.8
-- sequential cells by signal (all words and copies together), names as in the netlist --
signal / count
ren: 1
store_data: 64
ms_res: 64
ms_pc: 64
wstrb: 8
ms_rf_we: 1
maddr: 64
wen: 1
load_type: 3
ms_rf_dst: 5
ms_valid: 1
-- power by group --
| part | total (mW) | internal, mW | leakage [nW] | switching [mW] |
|---|---|---|---|---|
| clock | 1.24 | 0.747 | 0.585 | 0.489 |
| sequential | 1.13 | 1.09 | 2.28 | 0.0407 |
| combinational | 0.622 | 0.377 | 4.65 | 0.245 |
| total | 2.99 | 2.21 | 7.51 | 0.775 |
-- worst max-delay path by stage --
stage	to	slack, ns	depth (start not counted)
5_1_grt	io_ms_fwd_res[60]	3.75	7
6_report	io_ms_fwd_res[60]	3.88	7
4_1_cts	io_ms_fwd_res[60]	3.89	7
-- metal layers --
metal | global-route usage (%) | share of wire [%] | up-vias
li1 | - | - | 6474
met1 | 17.4 | 40 | 5996
met2 | 24.0 | 49 | 457
met3 | 5.28 | 9.3 | 67
met4 | 3.04 | 2.1 | 8
met5 | 0 | 0.094 | -
-- worst max-delay path: cells and delay by family --
family                 cells  cell delay (ns)
buffers and inverters      4             1.44
and+or+nand+nor            1             0.58
AOI/OAI and AO/OA          2             0.51
-- metrics by stage --
step	area [um^2]	cells	setup slack (ns)	utilization, %
after floorplan	12600	1714	5.49	-
after global placement	19200	3033	3.90	28.7
after detailed placement	19200	3033	3.91	28.7
after CTS	20400	3094	3.89	30.5
after global routing	20400	3098	3.75	30.5
final	20400	3102	3.88	30.5
No activity file was given, so power comes from the tool's default toggle rates.
